## ./design.v

```verilog
module ram(
    input wire clock,
    input wire Read,
    input wire Write,
    input wire [8:0] address,
    input wire [31:0] DataIn,
    output reg [31:0] Mdataout
);
    reg [31:0] memory [0:511];
    initial begin
        memory[9'h065] = 32'h00000084;   
        memory[9'h0C9] = 32'h0000002B;   
        memory[9'h01F] = 32'h000000D4;   
        memory[9'h082] = 32'h000000A7;   
    end
    always @(posedge clock) begin
        if (Write)
            memory[address] <= DataIn;
        if (Read)
            Mdataout <= memory[address];
    end
endmodule
```

## ./run.sh

```bash
#!/bin/bash
# OpenROAD 26Q1-2900-gdf79404cd8, Yosys 0.63+post, stock flow scripts
make -C /OpenROAD-flow-scripts/flow DESIGN_CONFIG=/design/flow/config.mk WORK_HOME=/design/flow/orfs finish
```

## ./config.mk

```make
export PLATFORM = sky130hd
export DESIGN_NAME = ram
export DESIGN_NICKNAME = ram
export VERILOG_FILES = /design/flow/design.v
export SDC_FILE = /design/flow/constraint.sdc
export NUM_CORES = 4
export LEC_CHECK = 1
export CORE_UTILIZATION = 50
export SYNTH_MEMORY_MAX_BITS = 65536
```

## ./constraint.sdc

```tcl
current_design ram

set clk_period 193.2
set clk_io_pct 0.2

create_clock -name clk0 -period $clk_period [get_ports {clock}]

set non_clock_inputs [all_inputs -no_clocks]
set_input_delay [expr $clk_period * $clk_io_pct] -clock clk0 $non_clock_inputs
set_output_delay [expr $clk_period * $clk_io_pct] -clock clk0 [all_outputs]
```

==> flow_metrics.py <==
# Metrics from the implementation run
metrics = {
    "routing": {
        "routedWlPerCell_um": 42.3,
        "detail-route-antenna-nets": 0,
        "drt_pass1_iterations": 7,
        "postRouteWirelength_um": 2080000,
        "via_count": 318037,
        "drc": 0,
        "initialDrtViolationCount": 24209,
        "vias_per_cell": 6.46,
    },
    "synthesis": {
        "ys_async_sr_fraction": 0,
        "yosys_cells": 28572,
        "ys_sh_aoi": 0.0317,
        "syn-cell-area_um2": 627000,
        "xor_share": 0,
        "avgSynthCellArea_um2": 22.0,
        "muxShareOfSynthArea": 0.151,
        "edf_count": 16416,
        "synthCells": 28572,
        "fa_ha_area_frac": 0,
        "simple_gate_area_frac": 0.0177,
        "flop_cell": "edfxtp_1",
        "numSynthFlops": 16416,
        "top_cells_by_area": "edfxtp_1, mux4_2, mux2i_1",
        "yosysWarnings": 1,
        "ys_seq_frac": 0.786,
        "yosys.area.top_type": "edfxtp_1",
        "ys_chip_area_um2": 627000,
        "top_cell_area_share": 0.786,
        "ys_types": 79,
        "top_logic_kind": "multiplexers",
    },
    "placement": {
        "dp_worst_setup_slack_ns": 144.24,
        "port_buffers": 75,
        "dpl.hpwl_um": 1290000,
        "gp_congestion": 0.978,
    },
    "floorplanning": {
        "core_area_um2": 1250000,
        "fp_util": 0.501,
        "io_pins": 76,
        "die_area_um2": 1260000,
        "fp.dieH_um": 1120,
        "dieWidth_um": 1120,
        "row_count": 411,
    },
    "global_routing": {
        "grt_pass1_vias": 341866,
        "grt_usage": 0.377,
        "grt_pass1_wl_um": 2820000,
        "grt_remaining_overflow": 0,
        "grt_max_degree": 116,
        "antenna_found_initial": 216,
    },
    "critical_path": {
        "critPathCaptureType": "register",
        "cp.required_ns": 194.30,
        "critPathKind": "in2reg",
        "cp_data_arrival_time_ns": 48.78,
        "startpoint_type": "input port",
        "crit_fanout": 34,
    },
    "final_layout": {
        "drive_above_1_share": 0.274,
        "logic_area_um2": 131000,
        "seq_area_um2": 493000,
        "synthToLayoutAreaGrowth_pct": 14.2,
        "fill_cells": 88606,
    },
    "sta": {
        "rsz0062_at_grt": "no",
        "tightestPinTransition_ns": 1.61,
        "finalHoldViolations": 0,
        "post-route-min-period_ns": 47.68,
        "slew_headroom": -0.0762,
        "setup_tns_ns": 0,
        "setup_viol": 0,
        "fin_ws_ns": 145.52,
        "hold_ws_ns": 1.10,
        "slew_violations": 16,
        "max_freq_ghz": 0.0210,
        "fin_crit_sh": 0.247,
        "clock_skew_ns": 0.141,
    },
    "clock_network": {
        "cts_hold_buf": 0,
        "cts_setup_buffers": 0,
        "cts_resized": 0,
        "clock_sinks": 16416,
        "cts-root-buf": "clkbuf_16",
        "h-tree-depth": 7,
        "clk_latency_ns": 1.37,
        "clockBufferDepth": 6,
        "cts_tree": "yes",
        "cts_buffers": 1726,
        "clk_pin_slew_ns": 0.06,
    },
    "flow_run": {
        "log.warning_count": 53,
        "cap_violations": 2,
    },
    "power_and_ir_drop": {
        "p_leak_nw": 225,
        "power_density_nw_per_um2": 10.5,
        "vdd_drop_max_mv": 0.00837,
    },
    "status": {
        "violations": "max-capacitance violations, max-slew violations",
        "status": "finished, violations left",
    },
    "worst_hold_path": {
        "hold_path_class": "reg2reg",
    },
}
routing by layer:
metal | vias up | wire length, µm | global-route usage | share of wire
li1 | 126635 | - | - | -
met1 | 159248 | 535000 | 0.396 | 0.26
met2 | 27158 | 901000 | 0.485 | 0.43
met3 | 4664 | 492000 | 0.376 | 0.24
met4 | 332 | 136000 | 0.176 | 0.065
met5 | - | 16700 | 0.126 | 0.0080
registers in the layout, indices dropped and copies added, names as in the netlist:
name	cells
memory	16384
Mdataout	32
placed cells by master (no fill, tap or decap), drive strengths merged, types with 364 or more instances in the layout:
cell / count
a21oi: 448
a22oi: 617
buf: 2044
clkbuf: 2082
clkinv: 763
diode: 525
edfxtp: 16416
mux2i: 1597
mux4: 3354
nand2: 572
nand4: 452
nor2: 610
o21ai: 364
o22ai: 425
cells in the mapped netlist, types with 53 or more instances:
| master | count |
|---|---|
| nor3_1 | 108 |
| and3_1 | 53 |
| buf_2 | 745 |
| buf_1 | 170 |
| nor4_1 | 73 |
| a211oi_1 | 152 |
| o211ai_1 | 67 |
| o21ai_0 | 363 |
| buf_4 | 139 |
| nand4_1 | 452 |
| a22o_1 | 243 |
| nand3_1 | 223 |
| o22ai_1 | 425 |
| nor2_1 | 609 |
| nand2_1 | 572 |
| mux2i_1 | 1597 |
| clkbuf_1 | 588 |
| a22oi_1 | 617 |
| a221oi_1 | 151 |
| a21oi_1 | 448 |
| mux2_2 | 284 |
| buf_6 | 88 |
| a31oi_1 | 107 |
| edfxtp_1 | 16416 |
| mux4_2 | 3354 |
where the power goes:
group | total (mW) | leakage (nW) | switching [mW] | internal (mW)
sequential | 3.93 | 148 | 0.00557 | 3.92
clock | 3.20 | 26.2 | 1.34 | 1.85
combinational | 0.367 | 51.4 | 0.256 | 0.111
total | 7.49 | 225 | 1.60 | 5.89
worst max-delay path, stage by stage:
cell and delay [ns]:
buf_16 0.22, buf_4 0.45, buf_4 0.59, buf_4 0.49, buf_4 0.55, buf_4 0.57, buf_4 0.58, buf_4 0.62
buf_4 0.64, buf_4 0.71, mux4_2 0.60, mux4_2 0.52, a211oi_1 0.95, o211ai_1 0.60, buf_4 0.34, nor4_2 1.01
buf_4 0.33, nand4b_1 0.10
cells by family after synthesis:
family | Yosys count
AOI/OAI and AO/OA | 2880
buffers and inverters | 1763
DFF | 16416
muxes | 5235
and+or+nand+nor | 2278
per-stage QoR:
stage / power (mW) / utilization / area, µm² / instances
floorplan: 4.16 / - / 627000 / 28572
global placement: 4.36 / 0.529 / 662000 / 45633
detailed placement: 4.36 / 0.529 / 662000 / 45645
CTS: 7.51 / 0.572 / 715000 / 48718
global route: 7.66 / 0.572 / 717000 / 49133
finish: 7.49 / 0.573 / 717000 / 49244
final timing paths:
check	cells after the start	slack (ns)	end	from
worst min-delay path	5	1.10	Mdataout[16]	memory[416][16]
worst max-delay path	18	145.52	Mdataout[18]	address[0]
worst min register to register	5	1.10	Mdataout[16]	memory[416][16]
worst max register to register	9	188.04	Mdataout[27]	memory[254][27]
cell type report:
cell class,count,share of cell area
tap,16726,0.0292
clock buffer,2081,0.0629
antenna,525,0.00183
multi-input combinational,10393,0.183
clock inverter,992,0.0120
inverter,33,0.000201
sequential,16416,0.688
timing repair buffer,2078,0.0230
Power figures rest on the tool's default switching activity, not on a simulated workload.
