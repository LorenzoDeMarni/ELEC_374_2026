==> ./design.v <==
module con_ff(
    input wire clk,
    input wire clr,
    input wire CONin,
    input wire [31:0] Bus,
    input wire [1:0] IR_20_19,
    output reg CON
);
reg conditional_result;
always @(*) begin
    case (IR_20_19)
        2'b00: conditional_result = (Bus == 32'b0);
        2'b01: conditional_result = (Bus != 32'b0);
        2'b10: conditional_result = (Bus[31] == 1'b0);
        2'b11: conditional_result = (Bus[31] == 1'b1);
        default: conditional_result = 1'b0;
    endcase
end
always @(posedge clk) begin
    if (clr)
        CON <= 1'b0;
    else if (CONin)
        CON <= conditional_result;
end
endmodule
==> ./run.sh <==
#!/bin/bash
# OpenROAD 26Q1-2900-gdf79404cd8, Yosys 0.63+post, stock flow scripts
make -C /OpenROAD-flow-scripts/flow DESIGN_CONFIG=/design/flow/config.mk WORK_HOME=/design/flow/orfs finish
==> ./config.mk <==
export PLATFORM = sky130hd
export DESIGN_NAME = con_ff
export DESIGN_NICKNAME = con_ff
export VERILOG_FILES = /design/flow/design.v
export SDC_FILE = /design/flow/constraint.sdc
export NUM_CORES = 4
export LEC_CHECK = 1
export CORE_AREA = 10 10 70 70
export DIE_AREA = 0 0 80 80
==> ./constraint.sdc <==
current_design con_ff

set clk_period 2.0
set clk_io_pct 0.2

create_clock -name clk0 -period $clk_period [get_ports {clk}]

set non_clock_inputs [all_inputs -no_clocks]
set_input_delay [expr $clk_period * $clk_io_pct] -clock clk0 $non_clock_inputs
set_output_delay [expr $clk_period * $clk_io_pct] -clock clk0 [all_outputs]
==> results.yml <==
# implementation run metrics
drt:
  antenna_cells: 0
  viasPerCell: 3.219
  vias: 338
  routedWlPerCell_um: 11.68
  antenna_left: 0
  routed_wl_um: 1226
  drc: 0
  dr.pass1.iters: 2
  drtIter0Drc: 12
min_path:
  hold_start: "CON"
  min_path_type: "flip-flop to flip-flop"
logic_synthesis:
  ys.flops: 1
  ys_warn_count: 1
  synth_area_um2: 156.4
  postSynthCellCount: 22
  yosys-stat-cells: 22
  synth_cell_types: 14
  syn_area_per_cell_um2: 7.109
  postSynthSeqShare_pct: 12.80
  yosys_area_um2: 156.4
worst_setup_path:
  critical_path_class: "input port to flip-flop"
  reg2reg_from: "CON"
  crit_path_start_kind: "input port"
  ff2ff_setup_slack_ns: 1.08
  cp_max_fo: 2
  arrival_ns: 1.80
  end_kind: "flip-flop"
  required_ns: 1.88
  crit_path_start: "Bus[20]"
final_layout:
  final_layout_size_suffix_gt1_share_pct: 11.86
  combGateArea_um2: 166.4
  seqCellArea_um2: 20.02
  final_core_util_pct: 18.83
  largest-register: "CON"
  fill_cells: 380
  final_cell_area_um2: 643.1
  top_regs: "CON (1)"
  areaGrowthSynthToFinish_pct: 311.2
  largest_register_ffs: 1
outcome:
  status: "finished, final reports clean"
sta:
  max_freq_ghz: 0.5196
  min_period_ns: 1.925
  tightest_slew_ns: 0.2560
  slew_headroom_pct: 82.79
  fin_ws_ns: 0.07538
  finClkSkew_ns: 0
  fin_crit_sh_pct: 96.23
  report.final.hold_viol_count: 0
  setup_viol: 0
  maxSlewViolCount: 0
power:
  pwr_density_cell_nw_per_um2: 172.1
  peakVddDrop_mv: 0.07039
  p_leak_nw: 0.2924
placement:
  port-buffer-count: 37
  place_area_um2: 584.3
  pre_cts_ws_ns: -0.1150
  routabilityCongestion: 0.8453
cts:
  cts.hold.buffers_added: 0
  clock_latency_ns: 0
  cts_setup_buffers: 0
  cts.clk_slew.worst_paths_ns: 0
die:
  rows: 21
  fp.dieH_um: 80
  io-pin-count: 38
  fp.coreArea_um2: 3416
  fp_util_pct: 4.579
  die-area_um2: 6400
  die_w_um: 80
global_route:
  grt_pass1_wl_um: 1683
  first_global_vias: 346
  grt_overflow_total: 0
  grt_use_total_pct: 3.303
  antenna_found_initial: 0
  grt_start_max_net_pins: 5
run:
  drv_cap: 0
  tool_warnings: 28
critical path, stage by stage:
cell and delay (ns):
clkdlybuf4s50_1 0.41, nor3_2 0.17, nand3_1 0.13, or4_1 0.53, and4_1 0.17
area by class of cell:
class / count / share of cell area (%)
Timing Repair Buffer: 37 / 62.06
Sequential cell: 1 / 3.113
Tap cell: 46 / 8.949
Multi-Input combinational cell: 21 / 25.88
through the flow:
stage | power [mW] | hold slack, ns | TNS, ns | instances
after floorplan | 0.03178 | 0.6327 | 0 | 22
after global placement | 0.1087 | 0.6670 | -0.09245 | 105
after detailed placement | 0.1096 | 0.7085 | -0.1150 | 105
after CTS | 0.1112 | 0.7035 | 0 | 105
after global routing | 0.1173 | 0.7743 | -0.009976 | 105
final | 0.1107 | 0.7108 | 0 | 105
power by group:
part	internal (mW)	switching, mW	total (mW)
sequential	0.0219	0.000889	0.0228
combinational	0.0666	0.0214	0.0879
clock	0	0	0
layer usage:
layer,routed length (µm),part of all wire (%),up-vias,GRT usage (%)
met2,302,25,36,3.130
li1,-,-,167,-
met1,761,62,135,5.611
met5,0,0,-,0
met4,0,0,0,0
met3,162,13,0,2.159
final timing paths:
kind	to	cells past startpoint
worst min register to register	CON	3
worst min-delay path	CON	3
worst max-delay path	CON	5
worst max register to register	CON	3
cells in the final DEF, fill, tap and decap left out:
master	netlist	routed
clkdlybuf4s50_1	0	24
dlymetal6s2s_1	0	12
nor4_2	2	6
nand2_1	3	3
nor2_1	2	2
dfxtp_1	1	1
nor4_1	5	1
nand4_1	1	1
and2b_1	1	1
nor3b_1	1	1
o21ai_0	1	1
nor3_2	0	1
nand3_1	1	1
or4_1	1	1
a311oi_1	1	1
and4_1	1	1
dlygate4sd2_1	0	1
timing repair:
| item | CTS | global route |
|---|---|---|
| endpoints found under the setup margin | 1 | 1 |
| gates resized | 3 | 15 |
| pin swaps | 6 | 10 |
cell families after synthesis:
kind of cell     count (synthesis)  synth area share [%]
flip-flops                       1                 12.80
AND/OR/NAND/NOR                 19                 78.40
AND-OR/OR-AND                    2                 8.798
synth_stat cells, drive strengths merged:
| cell type | number | share of area [%] |
|---|---|---|
| a311oi | 1 | 5.6 |
| and2b | 1 | 4.8 |
| and4 | 1 | 5.6 |
| dfxtp | 1 | 13 |
| nand2 | 3 | 7.2 |
| nand3 | 1 | 3.2 |
| nand4 | 1 | 4.0 |
| nor2 | 2 | 4.8 |
| nor3 | 1 | 3.2 |
| nor3b | 1 | 4.8 |
| nor4 | 7 | 36 |
| o21ai | 1 | 3.2 |
| or4 | 1 | 4.8 |
No activity file was given, so power comes from the tool's default toggle rates.
