==> flow/design.v <==
module select_encode(
    input wire [31:0] IR,
    input wire Gra, Grb, Grc,
    input wire Rin, Rout, BAout,
    output wire R0in,  R1in,  R2in,  R3in,
    output wire R4in,  R5in,  R6in,  R7in,
    output wire R8in,  R9in,  R10in, R11in,
    output wire R12in, R13in, R14in, R15in,
    output wire R0out,  R1out,  R2out,  R3out,
    output wire R4out,  R5out,  R6out,  R7out,
    output wire R8out,  R9out,  R10out, R11out,
    output wire R12out, R13out, R14out, R15out
);
    wire [3:0] Ra = IR[26:23];
    wire [3:0] Rb = IR[22:19];
    wire [3:0] Rc = IR[18:15];
    reg [3:0] sel;
    always @(*) begin
        if      (Gra) sel = Ra;
        else if (Grb) sel = Rb;
        else if (Grc) sel = Rc;
        else          sel = 4'd0;
    end
    wire [15:0] decoded;
    assign decoded[0]  = (sel == 4'd0);
    assign decoded[1]  = (sel == 4'd1);
    assign decoded[2]  = (sel == 4'd2);
    assign decoded[3]  = (sel == 4'd3);
    assign decoded[4]  = (sel == 4'd4);
    assign decoded[5]  = (sel == 4'd5);
    assign decoded[6]  = (sel == 4'd6);
    assign decoded[7]  = (sel == 4'd7);
    assign decoded[8]  = (sel == 4'd8);
    assign decoded[9]  = (sel == 4'd9);
    assign decoded[10] = (sel == 4'd10);
    assign decoded[11] = (sel == 4'd11);
    assign decoded[12] = (sel == 4'd12);
    assign decoded[13] = (sel == 4'd13);
    assign decoded[14] = (sel == 4'd14);
    assign decoded[15] = (sel == 4'd15);
    assign R0in  = decoded[0]  & Rin;
    assign R1in  = decoded[1]  & Rin;
    assign R2in  = decoded[2]  & Rin;
    assign R3in  = decoded[3]  & Rin;
    assign R4in  = decoded[4]  & Rin;
    assign R5in  = decoded[5]  & Rin;
    assign R6in  = decoded[6]  & Rin;
    assign R7in  = decoded[7]  & Rin;
    assign R8in  = decoded[8]  & Rin;
    assign R9in  = decoded[9]  & Rin;
    assign R10in = decoded[10] & Rin;
    assign R11in = decoded[11] & Rin;
    assign R12in = decoded[12] & Rin;
    assign R13in = decoded[13] & Rin;
    assign R14in = decoded[14] & Rin;
    assign R15in = decoded[15] & Rin;
    assign R0out  = decoded[0]  & (Rout | BAout);
    assign R1out  = decoded[1]  & (Rout | BAout);
    assign R2out  = decoded[2]  & (Rout | BAout);
    assign R3out  = decoded[3]  & (Rout | BAout);
    assign R4out  = decoded[4]  & (Rout | BAout);
    assign R5out  = decoded[5]  & (Rout | BAout);
    assign R6out  = decoded[6]  & (Rout | BAout);
    assign R7out  = decoded[7]  & (Rout | BAout);
    assign R8out  = decoded[8]  & (Rout | BAout);
    assign R9out  = decoded[9]  & (Rout | BAout);
    assign R10out = decoded[10] & (Rout | BAout);
    assign R11out = decoded[11] & (Rout | BAout);
    assign R12out = decoded[12] & (Rout | BAout);
    assign R13out = decoded[13] & (Rout | BAout);
    assign R14out = decoded[14] & (Rout | BAout);
    assign R15out = decoded[15] & (Rout | BAout);
endmodule
==> flow/run.sh <==
#!/bin/bash
# OpenROAD 26Q1-2900-gdf79404cd8, Yosys 0.63+post, stock flow scripts
make -C /OpenROAD-flow-scripts/flow DESIGN_CONFIG=/design/flow/config.mk WORK_HOME=/design/flow/orfs finish
==> flow/config.mk <==
export PLATFORM = sky130hd
export DESIGN_NAME = select_encode
export DESIGN_NICKNAME = select_encode
export VERILOG_FILES = /design/flow/design.v
export SDC_FILE = /design/flow/constraint.sdc
export NUM_CORES = 4
export LEC_CHECK = 1
export CORE_AREA = 10 10 70 70
export DIE_AREA = 0 0 80 80
==> flow/constraint.sdc <==
current_design select_encode

set clk_period 2.3
set clk_io_pct 0.2

create_clock -name clk0 -period $clk_period

set non_clock_inputs [all_inputs -no_clocks]
set_input_delay [expr $clk_period * $clk_io_pct] -clock clk0 $non_clock_inputs
set_output_delay [expr $clk_period * $clk_io_pct] -clock clk0 [all_outputs]
==> run_results.csv <==
group,metric,value,unit
place,gpl.final_weighted_congestion,0.776,
place,place.detailed.hpwl,2320,µm
min_path,hold_class,"in -> out",
logic_synthesis,synthesis.area_per_instance,11.3,µm²
detailed_routing,route.layer.met1.wl,1750,µm
floorplanning,fp.dieH,80,µm
critical_path,startpoint,"IR[17]",
floorplanning,rows,21,
logic_synthesis,synthDistinctLibCells,28,
grt,wire_length_of_the_first_global_routing_pass,6020,µm
sta,finalMaxSlewViolations,0,
cells_and_area,final_layout_size_suffix_gt1_frac,0.829,
place,port_buffers,50,
cells_and_area,stdcell_area,0.00189,mm²
detailed_routing,detailroute.via_count,1107,
sta,final-setup-viol-count,0,
floorplanning,initCoreUtil,0.238,
pwr,static-leakage-power,0.826,nW
cells_and_area,nClkBuffers,0,
detailed_routing,detail_route.antenna_diodes,0,
pwr,irDropWorstVdd,106,µV
grt,grt_start_max_net_pins,17,
logic_synthesis,synthesis.area,815,µm²
floorplanning,die_width,80,µm
floorplanning,dieArea,0.00640,mm²
critical_path,cp_data_required_time,1.84,ns
critical_path,timing.critical_path.fanout_max,5,
detailed_routing,met3_length,213,µm
logic_synthesis,synth_xor_xnor_area_share,0,
critical_path,critical_path.endpoint_type,"output pin",
critical_path,setup.worst_path.end,"R8in",
cells_and_area,regArea,0,µm²
job,warning_count,52,
cells_and_area,nFillCells,282,
detailed_routing,avgViaCountPerCell,4.88,
sta,max-slew-margin-rel,0.706,
logic_synthesis,muxShareOfSynthArea,0,
detailed_routing,detail-route-antenna-nets,0,
logic_synthesis,simple_gate_share,0.594,
grt,grt-ovfl-total,0,
grt,track_usage,0.114,
sta,tightest_slew,0.442,ns
detailed_routing,drt_drc_violations_left,0,
sta,hold_violations,0,
status,run_status,"finished clean",
detailed_routing,route.top_layer_used,"met3",
logic_synthesis,synthTopLogicFamily,"simple AND/OR/NAND/NOR gates",
logic_synthesis,yosys.area_share.aoi,0.304,
place,place_worst_setup_slack,-0.707,ns
logic_synthesis,total_cells_reported_by_yosys_after_synthesis,72,
job,drv_cap,0,
sta,timing.fmax,0.439,GHz
sta,post-route-min-period,2.28,ns
logic_synthesis,synthCells,72,
critical_path,arrival,1.82,ns
clock_tree,ctsHoldBuffers,0,
critical_path,worst_setup_path_start_kind,"primary input",
cells_and_area,n_sequential_cell,0,
detailed_routing,wirelength,3850,µm
grt,number_of_global_route_vias_before_repair,1138,
cells_and_area,mostFrequentLayoutCell,"sky130_fd_sc_hd__buf_4",
detailed_routing,dr.pass1.iters,4,
floorplanning,io_pins,70,
min_path,worst_hold_startpoint,"IR[25]",
critical_path,critical_path_class,"in -> out",
cells_and_area,layout_top_cells,"52 x sky130_fd_sc_hd__buf_4, 24 x sky130_fd_sc_hd__nor4_2, 21 x sky130_fd_sc_hd__buf_2, 15 x sky130_fd_sc_hd__dlygate4sd2_1",
logic_synthesis,synth.yosys.warnings,1,
cells_and_area,logic_area,926,µm²
floorplanning,core_region_area,0.00342,mm²
pwr,power_density,219,mW/mm²
logic_synthesis,synth_sequential_area_ratio,0,
logic_synthesis,yosys.area_share.adder,0,
detailed_routing,wl_per_cell,16.9,µm
cells_and_area,area_delta_synth_final,132,%
sta,fin_ws,0.0211,ns
grt,grt_antenna_before_repair,0,
place,placement.cell_area,0.00142,mm²
logic_synthesis,synth-area-yosys,815,µm²
sta,finalClockPeriodUsage,0.991,
detailed_routing,dr_wl_met2,1880,µm
detailed_routing,drt_first_iter_violations,45,
[cell type report]
type,instances,area share
inverter,3,0.00597
tap,46,0.0305
timing repair buffer,113,0.473
multi-input combinational,65,0.491
[where the power goes]
part / internal [mW] / leakage (nW) / switching, mW
registers: 0 / 0 / 0
clock network: 0 / 0 / 0
logic: 0.216 / 0.826 / 0.198
total: 0.216 / 0.826 / 0.198
[worst min-delay path by stage]
stage,to,depth (start not counted)
global route,R2out,5
finish,R2out,5
CTS,R15out,5
[what timing repair did]
item	in CTS	in global routing
gates cloned	3	0
setup buffers	47	4
pin swaps	28	12
resized	129	27
endpoints found under the setup margin	32	22
[metal layers]
layer	up-vias	GRT usage
met4	0	0
met1	532	0.154
met2	32	0.197
met5	-	0
met3	0	0.0148
li1	543	-
[synth_stat cells]
library cell | number | area share
sky130_fd_sc_hd__nor4bb_1 | 2 | 0.025
sky130_fd_sc_hd__o211ai_1 | 1 | 0.0092
sky130_fd_sc_hd__o32a_4 | 1 | 0.028
sky130_fd_sc_hd__a21o_4 | 1 | 0.018
sky130_fd_sc_hd__inv_2 | 1 | 0.0046
sky130_fd_sc_hd__nand2b_1 | 1 | 0.0077
sky130_fd_sc_hd__or2b_1 | 2 | 0.018
sky130_fd_sc_hd__and2_1 | 2 | 0.015
sky130_fd_sc_hd__nand2_2 | 1 | 0.0077
sky130_fd_sc_hd__nor4_1 | 6 | 0.046
sky130_fd_sc_hd__nand3b_4 | 2 | 0.049
sky130_fd_sc_hd__nor4_2 | 26 | 0.40
sky130_fd_sc_hd__and3b_1 | 1 | 0.011
sky130_fd_sc_hd__o21a_4 | 1 | 0.018
sky130_fd_sc_hd__o2bb2ai_1 | 2 | 0.022
sky130_fd_sc_hd__o31ai_4 | 1 | 0.026
sky130_fd_sc_hd__a22o_4 | 2 | 0.043
sky130_fd_sc_hd__buf_6 | 5 | 0.069
sky130_fd_sc_hd__buf_4 | 2 | 0.018
sky130_fd_sc_hd__inv_1 | 2 | 0.0092
sky130_fd_sc_hd__and3b_4 | 1 | 0.015
sky130_fd_sc_hd__a211o_2 | 1 | 0.012
sky130_fd_sc_hd__a21oi_2 | 2 | 0.022
sky130_fd_sc_hd__a22oi_4 | 2 | 0.052
sky130_fd_sc_hd__o221ai_1 | 1 | 0.011
sky130_fd_sc_hd__a211o_1 | 1 | 0.011
sky130_fd_sc_hd__o32a_1 | 1 | 0.012
sky130_fd_sc_hd__o21ai_4 | 1 | 0.020
[metrics by stage]
stage | util | power, mW | hold slack, ns | cells | TNS [ns]
floorplan | - | 0.160 | 1.11 | 72 | 0
CTS | 0.539 | 0.391 | 1.57 | 225 | 0
global placement | 0.415 | 0.264 | 2.17 | 175 | -20.66
detailed placement | 0.415 | 0.266 | 2.16 | 175 | -21.42
global route | 0.552 | 0.439 | 1.49 | 227 | -0.0826
finish | 0.552 | 0.414 | 1.46 | 227 | 0
[kinds of logic (layout without fill, tap and decap cells)]
family,after synthesis,in the layout
AOI/OAI and AO/OA,18,21
buffers and inverters,10,116
and+or+nand+nor,44,44
[critical path: stages]
cell and delay [ns]:
sky130_fd_sc_hd__dlygate4sd2_1 0.24, sky130_fd_sc_hd__and3b_4 0.18, sky130_fd_sc_hd__o32a_4 0.34, sky130_fd_sc_hd__buf_4 0.16
sky130_fd_sc_hd__nor4_4 0.28, sky130_fd_sc_hd__buf_2 0.15
Power figures rest on the tool's default switching activity, not on a simulated workload.
